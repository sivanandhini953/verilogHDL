==> /design/flow/design.v <==
module top_module (
    input clk,
    input reset,      
    input w,
    output z);
    reg [2:0]state,next;
    parameter A=3'b000,
    B=3'b001,
    C=3'b010,
    D=3'b011,
    E=3'b100,
    F=3'b101;
    always @(posedge clk)
        if(reset)
            state <= A;
    else state <= next;
    always @(*)begin
        case(state)
            A:if(w)
                next <= A;
            else
				next <= B;
            B:if(w)
                next <= D;
            else
                next <= C;
            C:if(w)
                next <= D;
            else next <= E;
            D:if(w)
                next <= A;
            else next <= F;
            E:if(w)
                next <= D;
            else next <= E;
            F:if(w)
                next <= D;
            else next <= C;
        endcase
    end
    assign z=(state==E||state==F)?1:0;
endmodule
==> /design/flow/run.sh <==
#!/bin/bash
# OpenROAD 26Q1-2900-gdf79404cd8, Yosys 0.63+post, stock flow scripts
make -C /OpenROAD-flow-scripts/flow DESIGN_CONFIG=/design/flow/config.mk WORK_HOME=/design/flow/orfs finish
==> /design/flow/config.mk <==
export PLATFORM = sky130hd
export DESIGN_NAME = top_module
export DESIGN_NICKNAME = top_module
export VERILOG_FILES = /design/flow/design.v
export SDC_FILE = /design/flow/constraint.sdc
export NUM_CORES = 4
export LEC_CHECK = 1
export CORE_AREA = 10 10 70 70
export DIE_AREA = 0 0 80 80
==> /design/flow/constraint.sdc <==
current_design top_module

set clk_period 1.1
set clk_io_pct 0.2

create_clock -name clk0 -period $clk_period [get_ports {clk}]

set non_clock_inputs [all_inputs -no_clocks]
set_input_delay [expr $clk_period * $clk_io_pct] -clock clk0 $non_clock_inputs
set_output_delay [expr $clk_period * $clk_io_pct] -clock clk0 [all_outputs]
==> out/qor.yml <==
run_status: "finished, final reports clean"
route.final.wire_length_um: 389
worst-path-max-fanout: 2
htreeDepth: 1
log.warning_count: 25
die_y_um: 80
finalHoldViolations: 0
p_leak_uw: 0.000113
chipArea_mm2: 0.00640
final.setup.worst_slack_ns: 0.127
critical_path_arrival_ns: 0.75
synth.yosys.num_cells: 20
maximum_frequency_from_static_timing_analysis_ghz: 1.03
syn_avg_cell_area_um2: 9.76
final_layout_top_logic_cells: "4 x sky130_fd_sc_hd__nor2b_1, 3 x sky130_fd_sc_hd__clkbuf_4, 3 x sky130_fd_sc_hd__dlxtn_1"
worst_setup_path_end_kind: "primary output"
unclocked_regs: 3
required_worst_endpoint_ns: 0.88
drt-vias-per-instance: 2.19
setup-violations-final: 0
yosys_area_um2: 195
rsz0062_at_grt: "no"
first_pass_grt_wire_length_um: 648
timing.critical_path.from_type: "flop"
setup_tns_ns: 0
routabilityCongestion: 0.708
dpl_worst_slack_ns: -0.0407
final_cell_count_no_fill: 75
final_period_minus_worst_setup_slack_ns: 0.973
min_path_type: "input pin to flop"
synthesis.area_um2: 195
fraction_of_layout_instances_using_a_drive_strength_above_1: 0.241
drtAntennaViolNets: 0
via_count_of_the_first_global_routing_pass: 159
area_growth_syn_to_layout_pct: 64.1
untimed_endpoints: 3
route.vias.total: 164
initial_core_util: 0.0571
internal_power_component_uw: 261
first_pass_iters: 2
cts-buffers-inserted: 3
ys_seq_elements: 6
pwr-share-clk: 0.582
drcViolationCount: 0
dp.cells: 71
buffer_ports.inserted: 3
initialDrtViolationCount: 1
io_pins: 4
power-per-cell-area_mw_per_mm2: 1000
max_cap_viol_count: 0
slew_violations: 0
syn_inst: 20
yosysWarnings: 1
cts_buffer_depth: 2
antenna_violations_before_repair: 0
grt_remaining_overflow: 0
power.share.combinational: 0.064
timing.max_slew.rel_slack: 0.857
wire_per_inst_um: 5.19
layout_top_cell_excl_fill_tap: "sky130_fd_sc_hd__nor2b_1"
fin_crit_sh: 0.885
cts.clk_slew.worst_paths_ns: 0.04
antenna-diode-count: 0
root_buffer: "sky130_fd_sc_hd__clkbuf_4"
cts_tree: "built"
timing_worst_setup_path_type: "flop to primary output"
cts_post_setup_buffers_inserted: 0
die_width_um: 80
track_usage: 0.0128
switching_power_share_of_the_total: 0.189
yosysUniqueCellTypes: 11
floorplan.core_area_mm2: 0.00342
max_slew.worst_pin.slew_ns: 0.213
power.sequential.fraction: 0.355
vdd_drop_max_mv: 0.128
row_count: 21
largest_net_degree_at_the_start_of_global_routing: 7
power.net_switching_uw: 60.7
-- synth_stat cells --
| master | number | area [um^2] |
|---|---|---|
| sky130_fd_sc_hd__dfxtp_1 | 3 | 60.1 |
| sky130_fd_sc_hd__nor2_1 | 1 | 3.75 |
| sky130_fd_sc_hd__a21oi_1 | 2 | 10.0 |
| sky130_fd_sc_hd__nand2_1 | 1 | 3.75 |
| sky130_fd_sc_hd__nor2b_1 | 4 | 25.0 |
| sky130_fd_sc_hd__and2_1 | 1 | 6.26 |
| sky130_fd_sc_hd__nand2b_1 | 1 | 6.26 |
| sky130_fd_sc_hd__xnor2_1 | 2 | 17.5 |
| sky130_fd_sc_hd__or3b_1 | 1 | 8.76 |
| sky130_fd_sc_hd__dlxtn_1 | 3 | 45.0 |
| sky130_fd_sc_hd__o32ai_1 | 1 | 8.76 |
-- worst max-delay path, cell delays in order (launching register included) --
cell and delay, ns:
sky130_fd_sc_hd__dfxtp_2 0.31, sky130_fd_sc_hd__nor2b_1 0.11, sky130_fd_sc_hd__clkbuf_2 0.10
-- sequential cells by signal, indices dropped and copies added, names as in the netlist --
| register | cells |
|---|---|
| next | 3 |
| state | 3 |
-- layer usage --
layer  routed length [um]  share of wire  track usage
met4                   31          0.080       0.0123
met5                    0              0            0
met3                    5          0.013      0.00455
met2                  218           0.56       0.0217
met1                  133           0.34       0.0113
-- cell families (layout without fill, tap and decap cells) --
| kind of cell | after synthesis | in the layout | share of synthesized area |
|---|---|---|---|
| latches | 3 | 3 | 0.231 |
| DFF | 3 | 3 | 0.308 |
| buffers and inverters | 0 | 9 | 0 |
| and+or+nand+nor | 9 | 9 | 0.276 |
| AOI/OAI and AO/OA | 3 | 3 | 0.0962 |
| xor gates and xnor gates | 2 | 2 | 0.0898 |
-- final timing paths --
check,start,end,slack [ns],cells past startpoint
setup / recovery,state[2],z,0.13,2
hold / removal,reset,state[0],0.58,2
-- layout make-up --
type	instances	area [um^2]
Clock buffer	4	26.3
Fill cell	400	3100
Multi-Input combinational cell	14	90.1
Sequential cell	6	106
Tap cell	46	57.6
Timing Repair Buffer	5	40.0
-- stage by stage --
| stage | area (um^2) | power [uW] | utilization | hold WS (ns) |
|---|---|---|---|---|
| 2_1_floorplan | 195 | 124 | - | 0.292 |
| 6_report | 320 | 322 | 0.0938 | 0.579 |
| 5_1_grt | 320 | 346 | 0.0938 | 0.614 |
| 4_1_cts | 325 | 334 | 0.0952 | 0.578 |
| 3_5_place_dp | 298 | 137 | 0.0872 | 0.826 |
| 3_3_place_gp | 298 | 136 | 0.0872 | 0.813 |
-- power by group through the flow --
stage / combinational, uW / clock [uW] / sequential, uW
4_1_cts: 21.1 / 199 / 114
5_1_grt: 22.8 / 209 / 114
6_report: 20.5 / 187 / 114
-- what timing repair did --
action,CTS,global route
endpoints found under the setup margin,1,1
hold buffers,0,0
cloned,0,0
pin swaps,0,0
gates resized,3,1
Power and IR drop assume default switching activity.
