**flow/run.sh**
```bash
#!/bin/bash
# OpenROAD 26Q1-2900-gdf79404cd8, Yosys 0.63+post, stock flow scripts
make -C /OpenROAD-flow-scripts/flow DESIGN_CONFIG=/design/flow/config.mk WORK_HOME=/design/flow/orfs finish
```
**flow/config.mk**
```make
export PLATFORM = sky130hd
export DESIGN_NAME = moore_1101
export DESIGN_NICKNAME = moore_1101
export VERILOG_FILES = /design/flow/design.v
export SDC_FILE = /design/flow/constraint.sdc
export NUM_CORES = 4
export LEC_CHECK = 1
export CORE_AREA = 10 10 70 70
export DIE_AREA = 0 0 80 80
```
**flow/constraint.sdc**
```tcl
current_design moore_1101

set clk_period 2.2
set clk_io_pct 0.2

create_clock -name clk0 -period $clk_period [get_ports {clk}]

set non_clock_inputs [all_inputs -no_clocks]
set_input_delay [expr $clk_period * $clk_io_pct] -clock clk0 $non_clock_inputs
set_output_delay [expr $clk_period * $clk_io_pct] -clock clk0 [all_outputs]
```
**flow/design.v**
```verilog
module moore_1101 (
    input clk,
    input reset,
    input seq_in,
    output reg seq_out,
    output reg  [2:0]crnt_state ,
	output  reg [2:0]nxt_state
);
parameter 
	IDLE = 3'b000,
    S1   = 3'b001,
    S11  = 3'b010,
    S110 = 3'b011,
	S1101= 3'b100;
always @(posedge clk or posedge reset) begin  
    if (reset)
        crnt_state <= IDLE;
    else 
        crnt_state <= nxt_state;
end
always @(*) begin
    case (crnt_state)
		IDLE:begin 
				seq_out <= 0; 
		if (seq_in) nxt_state = S1;
              else nxt_state = IDLE;
			  end
        S1:  begin 
				seq_out <= 0;
		if (seq_in) nxt_state = S11;
              else nxt_state = IDLE;
end
        S11:  begin 
				seq_out <= 0;
		if (seq_in) nxt_state = S11;
              else nxt_state = S110;
end
        S110: begin 
				seq_out <= 0;
		if (seq_in) nxt_state = S1101;
              else nxt_state = IDLE;
	end		  
	    S1101:begin 
				seq_out <= 1; 
		if (seq_in) nxt_state = S1;
              else nxt_state = IDLE;
end
        default: nxt_state = IDLE;  
    endcase
end
endmodule
```
==> notes.md <==
Physical implementation

The chip area is 6400 um2. The startpoint kind of the worst setup timing path is an input port. The violation tally from detailed-route iteration zero is 2.

Per the CTS log, the buffer count on the longest clock path is 2. The final cycle utilization of the critical path is 0.9433. The time the worst path needs with I/O delays and setup is 2075 ps. The horizontal die size is 80 um.

The worst hold slack across all endpoints is 374.3 ps. The timing report shows that the slowest cell on the worst path is clkdlybuf4s50_1. The class of the tightest hold or removal check is input port to async pin. Setup repair after global routing left no endpoint under its margin.

The largest net degree at the start of global routing is 9. Per the detail_route report, inserted antenna diodes total 0. Of the cells placed in the final design, the portion with a size suffix greater than 1 is 0.4054. The first global-routing pass estimated 1179 um of wire.

Per the power-grid run, VDD falls by no more than 0.2789 mV. The switching part of the total power is 0.2713. The OpenROAD report gives the critical path a required time of 1760 ps.

The source-to-sink clock delay at the later pin of the worst-skew pair is 230 ps. The relative contribution of sequential cells to total power is 0.263.

The filler cells instantiated in the layout total 414. The layout report lists the combined flip-flop and latch area as 90.09 um2. The number of warnings the tools reported is 25. The first-pass iteration count of the detailed router is 3.

Leaving out buffers and inverters, the combinational logic in the layout accounts for 72.57 um2. Endpoints with negative setup slack in the final report add up to 0. The top cell types in the final layout, fill and taps aside, are buf_4 (10), clkdlybuf4s50_1 (6), clkbuf_4 (3), dfrtp_1 (3). For this design the top-level I/O count stands at 10. In this run the tool buffered the top-level ports with 9 buffer cells. The worst register-to-register path has a depth of 10. The clock tree root driver cell is clkbuf_4. For the worst setup path, the data arrival time is 1640 ps. The number of buffers inserted for hold repair after clock tree synthesis is 0.

The leakage power in the latest report is 0.1975 nW. The number of global-route vias before repair came to 242. The area of the core is 3416 um2. The placer's final routability congestion estimate is 0.7359.

The number of standard cells reported by yosys is 14. The final hold violation count recorded for this run is 0. The clock tree from TritonCTS is done.

The internal power summed over all cells is 296.5 uW. The report lists the number of standard-cell rows as 21. The setup skew after layout is 0.8669 ps.

2 endpoints have no timing constraint. The end-of-flow core utilization is 0.1216. Per the post-synthesis stats, the area per cell is 11.62 um2. The routed via count is 197. The number of register pins that no clock reaches is 1. The combined global-route utilization of all metal layers is 0.02317. The overall overflow remaining after global route is 0.

Per the run summary, max-cap violations total 0. The script extracted a net switching power of 110.4 uW. In this run the critical path is formed by clkdlybuf4s50_1, or3b_1, a21oi_2, dlygate4sd2_1.

STA lists the maximum fanout along the critical path as 2. The area growth from synthesis to layout is 155.4%. The flow ran to the end, and the final reports show no timing, DRC or antenna violations. Per the detail_route report, DRC violations left total 0. The setup slack of the worst register-to-register path is 420 ps. Before any placement, the netlist area is recorded as 162.7 um2. The share of the core filled by cells before placement is 0.04762.

In the post-route report, total wirelength is listed as 663 um. The highest clock frequency the design can meet is 481.9 MHz. The initial antenna violation count is 0. Once synthesis finished, the tally of register bits stood at 4.

The power density of the placed cells is 979.4 nW/um2. The timing report gives the biggest stage delay along the critical path as 420 ps. The part of the power in the clock network is 0.236. The most common cell after layout, fill and taps aside is buf_4.

The worst setup path is captured at an output pin. The critical path is of the input port to output pin type. The synthesized netlist cell count is 14. The number of warnings reported in the yosys synthesis log is 1. The maximum level of the CTS H-tree is 1.

The combinational power share is 0.501. The pin slew with the least headroom to its limit is 219.1 ps. The final timing report lists a max-slew violation count of 0. Looking at the reg2reg group, the worst path ends at crnt_state[0]. After detailed routing, the average wire length per cell comes to 7.988 um.

The die is 80 um tall. The number of nets with antenna violations after detailed routing is 0. The remaining max-slew budget at the tightest pin is 0.8540. In the synthesis report, Yosys lists the chip area as 162.7 um2. Yosys mapped the design onto 12 distinct sky130hd cell types. In this run, CTS created clock tree buffers numbering 3.

In the routed layout, each cell is associated on average with a via count of 2.373. The clock input transition at the sequential cells of the worst setup and hold paths is 40 ps. The startpoint of the most critical register-to-register path is crnt_state[1].
==> power by group through the flow <==
stage / Combinational (mW) / Sequential [mW] / Clock (mW)
after CTS: 0.199 / 0.107 / 0.103
after global routing: 0.229 / 0.117 / 0.109
final: 0.204 / 0.107 / 0.0960
==> critical path: cells and delay by family <==
kind,cells,cell delay [ps]
compound gates,1,160
buf+inv,2,650
simple gates,1,390
==> metal layers <==
layer	wire [um]	vias to the layer above	GRT usage	share of wire
met5	0	-	0	0
met4	34	0	0.01585	0.051
met3	62	2	0.01136	0.094
met2	240	10	0.02648	0.36
met1	327	88	0.03198	0.49
li1	-	97	-	-
==> synthesized netlist by cell type <==
cell type / instances / area [um2]
or3b_1: 1 / 8.760
nand2b_1: 1 / 6.260
and4b_1: 1 / 10.01
dfrtp_1: 3 / 75.07
nand3b_1: 1 / 7.510
dlxtn_1: 1 / 15.01
inv_1: 1 / 3.750
a21oi_2: 1 / 8.760
o21a_1: 1 / 7.510
or2b_1: 1 / 7.510
nor3b_1: 1 / 7.510
a21oi_1: 1 / 5.000
==> metrics by stage <==
stage / setup slack (ps) / area [um2] / std cells / TNS, ps / power [mW]
floorplan: 818.7 / 162.7 / 14 / 0 / 0.1284
global placement: -134.8 / 317.8 / 70 / -176.0 / 0.2232
detailed placement: -152.3 / 317.8 / 70 / -190.4 / 0.2246
CTS: 27.60 / 405.4 / 82 / 0 / 0.4084
global route: 70.04 / 415.4 / 83 / 0 / 0.4559
finish: 124.7 / 415.4 / 83 / 0 / 0.4068
==> how the worst max path moves through the flow <==
stage      start      endpoint  slack [ps]  cells past startpoint
6_report  seq_in  nxt_state[0]         120                      4
5_1_grt   seq_in  nxt_state[0]          70                      4
4_1_cts   seq_in  nxt_state[2]          30                      4
==> final cells by class <==
class	count	share of cell area
Clock buffer	4	0.06325
Inverter	1	0.009036
Multi-Input combinational cell	9	0.1747
Sequential cell	4	0.2169
Tap cell	46	0.1386
Timing Repair Buffer	19	0.3976
==> repair_timing <==
item / CTS / global route
setup buffers: 8 / 1
endpoints found under the setup margin: 2 / 1
gates resized: 3 / 1
pin swaps: 2 / 0
==> state kept, by name, summed over array words and instances (netlist names) <==
signal      cells
seq_out         1
crnt_state      3
==> kinds of logic after synthesis <==
kind of cell / synth area share
AND/OR/NAND/NOR: 0.2924
AND-OR/OR-AND: 0.1308
flip-flops: 0.4615
buffers and inverters: 0.02305
latches: 0.09228
No activity file was given, so power comes from the tool's default toggle rates.
