==> flow/constraint.sdc <==
current_design moore_overlap_0110

set clk_period 1.0
set clk_io_pct 0.2

create_clock -name clk0 -period $clk_period [get_ports {clk}]

set non_clock_inputs [all_inputs -no_clocks]
set_input_delay [expr $clk_period * $clk_io_pct] -clock clk0 $non_clock_inputs
set_output_delay [expr $clk_period * $clk_io_pct] -clock clk0 [all_outputs]
==> flow/design.v <==
module moore_overlap_0110(
input clk,
input reset,
input in,
output out
);
reg [2:0]state,next;
parameter A=3'b000,
B=3'b001,
C=3'b010,
D=3'b011,
E=3'b100,
F=3'b101;
always @(posedge clk or posedge reset)
if(reset)
state <= A;
else 
state <= next;
always@(*)begin
case(state)
A:next=in?A:B;
B:next=in?C:B;
C:next=in?D:B;
D:next=in?A:E;
E:next=in?C:B;
endcase
end
assign out=(state==E)?1:0;
endmodule
==> flow/run.sh <==
#!/bin/bash
# OpenROAD 26Q1-2900-gdf79404cd8, Yosys 0.63+post, stock flow scripts
make -C /OpenROAD-flow-scripts/flow DESIGN_CONFIG=/design/flow/config.mk WORK_HOME=/design/flow/orfs finish
==> flow/config.mk <==
export PLATFORM = sky130hd
export DESIGN_NAME = moore_overlap_0110
export DESIGN_NICKNAME = moore_overlap_0110
export VERILOG_FILES = /design/flow/design.v
export SDC_FILE = /design/flow/constraint.sdc
export NUM_CORES = 4
export LEC_CHECK = 1
export CORE_AREA = 10 10 70 70
export DIE_AREA = 0 0 80 80
==> qor.yml <==
hold_violations: 0
grt-busiest-layer: "met2"
rsz0062_at_grt: "true"
worstSetupEndpointType: "primary output"
numSynthFlops: 6
met3_usage_pct: 1.14
die_area_um2: 6400
synthAdderAreaFrac_pct: 0
dieHeight_um: 80
syn_inst: 15
grt_overflow_total: 0
critPathLaunchType: "register"
grt_first_pass_wirelength_um: 752
yosys_most_used_dff: "dlxtn_1"
p_per_area_nw_per_um2: 986
setup_tns_ps: -69.2
topCellsByArea: "dfrtp_1 (39%), dlxtn_1 (24%), nor3b_2 (6.5%)"
finalSetupViolCount: 1
port_buffers: 3
area.combinational_um2: 72.6
worstPathMaxFanout: 2
cts_tree: "done"
synth-compound-area-share_pct: 11.8
layout-drive-gt1-share_pct: 42.9
ir_worst_vdd_mv: 0.112
grt_start_max_net_pins: 6
fin_crit_sh_pct: 107
yosys_warnings: 1
slowest_stage: "dfrtp_1"
die_width_um: 80
hold_buffers: 0
post-place-cells: 67
worstSetupStartpoint: "state[0]"
clockBufferDepth: 2
seq_area_um2: 120
simple_gate_share_pct: 13.7
yosys.area.top_type_share_pct: 39.2
stdcell_area_um2: 350
period_minus_slack_ps: 1070
synthTopCellsByCount: "dfrtp_1 (3), dlxtn_1 (3)"
critical_path_required_ps: 800
cp_cell_sequence: "nor3b_2 > buf_2"
synth-edff-count: 0
core-area_um2: 3420
h-tree-depth: 1
whs_ps: 136
vias: 146
arrival_ps: 870
preCtsSetupSlack_ps: -246
logic_family: "simple AND/OR/NAND/NOR gates"
dp_hpwl_um: 288
critPathMaxStageDelay_ps: 370
grt_pass1_vias: 187
p_leak_nw: 0.160
num-fill-cells: 393
drv_slew: 0
stdcell_count: 74
ys_chip_area_um2: 191
use_met1_pct: 1.60
drtIter0Drc: 11
grt_util_met2_pct: 1.85
mux_share_pct: 5.23
yosys.area_share.xor_xnor_pct: 4.58
rows: 21
gp_congestion: 0.692
warnings: 27
ios: 4
drtAntennaViolNets: 0
syn_area_um2: 191
ys_types: 11
top_area_cell: "dfrtp_1"
unconstrained_endpoints: 6
dpl_cell_area_um2: 302
maxSlewHeadroom_pct: 90.0
synthArstFlopShare_pct: 50.0
unclocked_pins: 3
critPathKind: "register to primary output"
wl_um: 427
fin_ws_ps: -69.2
cts_buffers: 3
wl_per_cell_um: 5.77
maxCapViolCount: 0
syn2layout_area_growth_pct: 83.0
syn_area_per_cell_um2: 12.8
first_pass_iters: 2
diodes: 0
avgViaCountPerCell: 1.97
antenna_found_initial: 0
clk_pin_slew_ps: 40
clock.fmax_mhz: 935
tightest_slew_ps: 148
yosys_cells: 15
fp_util_pct: 5.60
drc: 0
status: "finished, violations left"
worst_hold_path_type: "input port to asynchronous set/reset pin"
failed_checks: "setup timing"
cts-root-buf: "clkbuf_4"
grtUsageTotal_pct: 1.41
how the worst max path moves through the flow:
stage	endpoint	slack (ps)	depth (start not counted)
finish	out	-70	2
CTS	out	-90	2
global route	out	-120	2
flip-flops by register name (all words and copies together) (netlist names):
register / cells
next: 3
state: 3
layer usage:
metal	part of all wire [%]	wire [um]	up-vias
li1	-	-	77
met1	42	181	65
met5	0	0	-
met4	0	0	0
met2	39	165	4
met3	19	80	0
power breakdown:
group / switching, mW / total, mW / internal (mW)
logic: 0.00530 / 0.0144 / 0.00910
clock network: 0.0585 / 0.208 / 0.149
registers: 0.000110 / 0.123 / 0.123
kinds of logic (layout without fill, tap and decap cells):
group	after synthesis	after routing
compound gates	3	3
flops	3	3
simple gates	3	3
latches	3	3
xor+xnor	1	1
mux	1	1
buf+inv	1	14
placed cells by master, fill, tap and decap left out:
master,synthesis,routed
nand2b_1,1,1
inv_1,1,1
mux2i_1,1,1
xor2_1,1,1
o21a_1,1,1
buf_2,0,1
buf_4,0,6
o21ai_0,1,1
clkdlybuf4s50_1,0,2
dlxtn_1,3,3
o211a_1,1,1
nor3b_2,1,2
clkbuf_1,0,1
dfrtp_1,3,3
clkbuf_4,0,3
final cells by class:
| class | count | share of cell area, % |
|---|---|---|
| clock buffer | 4 | 7.50 |
| multi-input combinational | 8 | 20.7 |
| sequential | 6 | 34.3 |
| tap | 46 | 16.4 |
| inverter | 1 | 1.07 |
| timing repair buffer | 9 | 20.0 |
critical path, delay by kind of cell, from the launching register on:
family | cells | cell delay (ps)
AND/OR/NAND/NOR | 1 | 160
flip-flops | 1 | 370
buffers and inverters | 1 | 110
timing repair:
action / 4_1_cts / 5_1_grt
resized: 4 / 0
pin swaps: 1 / 0
hold endpoints to repair: 0 / 0
endpoints found under the setup margin: 1 / 1
buffers inserted: 2 / 1
per-stage QoR:
step | power (mW) | utilization (%)
floorplan | 0.129 | -
global placement | 0.138 | 8.83
detailed placement | 0.139 | 8.83
CTS | 0.361 | 10.0
global route | 0.362 | 10.3
finish | 0.345 | 10.3
Power and IR drop assume default switching activity.
